==> flow/design.v <==
module DCIM (
    input clk,
    input rst_n,
    input in_valid,
    input [127:0] in_data1,
    input [127:0] in_data2,
    input [127:0] in_data3,
    input [127:0] in_data4, 
    output reg out_valid,
    output reg [12:0] O1,
    output reg [12:0] O2,
    output reg [12:0] O3,
    output reg [12:0] O4
);
reg [127:0] in_data1_dff, in_data2_dff, in_data3_dff, in_data4_dff;
always @(posedge clk) begin
    in_data1_dff <= in_data1;
    in_data2_dff <= in_data2;
    in_data3_dff <= in_data3;
    in_data4_dff <= in_data4;
end
reg in_valid_dff, in_valid_dff_2;
reg [1:0] cnt;
always @(posedge clk or negedge rst_n) begin
    if (!rst_n) begin
        in_valid_dff <= 1'b0;
        in_valid_dff_2 <= 1'b0;
    end
    else begin
        in_valid_dff <= in_valid;
        in_valid_dff_2 <= in_valid_dff;
    end
end
always @(posedge clk or negedge rst_n) begin
    if (!rst_n) begin
        cnt <= 2'b0;
    end
    else begin
        if (in_valid_dff) begin
            cnt <= cnt + 1;
        end
    end
end
reg [12:0] sum1, sum2, sum3, sum4;
always @(posedge clk or negedge rst_n) begin
    if (!rst_n) begin
        sum1 <= 13'b0;
        sum2 <= 13'b0;
        sum3 <= 13'b0;
        sum4 <= 13'b0;
    end
    else begin
        if (in_valid_dff) begin
            if (~|cnt) begin
                sum1 <= (((((in_data1_dff[127:124] + in_data1_dff[123:120]) + (in_data1_dff[119:116] + in_data1_dff[115:112])) + ((in_data1_dff[111:108] + in_data1_dff[107:104]) + (in_data1_dff[103:100] + in_data1_dff[99:96]))) + (((in_data1_dff[95:92] + in_data1_dff[91:88]) + (in_data1_dff[87:84] + in_data1_dff[83:80])) + ((in_data1_dff[79:76] + in_data1_dff[75:72]) + (in_data1_dff[71:68] + in_data1_dff[67:64])))) + ((((in_data1_dff[63:60] + in_data1_dff[59:56]) + (in_data1_dff[55:52] + in_data1_dff[51:48])) + ((in_data1_dff[47:44] + in_data1_dff[43:40]) + (in_data1_dff[39:36] + in_data1_dff[35:32]))) + (((in_data1_dff[31:28] + in_data1_dff[27:24]) + (in_data1_dff[23:20] + in_data1_dff[19:16])) + ((in_data1_dff[15:12] + in_data1_dff[11:8]) + (in_data1_dff[7:4] + in_data1_dff[3:0])))));
                sum2 <= (((((in_data2_dff[127:124] + in_data2_dff[123:120]) + (in_data2_dff[119:116] + in_data2_dff[115:112])) + ((in_data2_dff[111:108] + in_data2_dff[107:104]) + (in_data2_dff[103:100] + in_data2_dff[99:96]))) + (((in_data2_dff[95:92] + in_data2_dff[91:88]) + (in_data2_dff[87:84] + in_data2_dff[83:80])) + ((in_data2_dff[79:76] + in_data2_dff[75:72]) + (in_data2_dff[71:68] + in_data2_dff[67:64])))) + ((((in_data2_dff[63:60] + in_data2_dff[59:56]) + (in_data2_dff[55:52] + in_data2_dff[51:48])) + ((in_data2_dff[47:44] + in_data2_dff[43:40]) + (in_data2_dff[39:36] + in_data2_dff[35:32]))) + (((in_data2_dff[31:28] + in_data2_dff[27:24]) + (in_data2_dff[23:20] + in_data2_dff[19:16])) + ((in_data2_dff[15:12] + in_data2_dff[11:8]) + (in_data2_dff[7:4] + in_data2_dff[3:0])))));
                sum3 <= (((((in_data3_dff[127:124] + in_data3_dff[123:120]) + (in_data3_dff[119:116] + in_data3_dff[115:112])) + ((in_data3_dff[111:108] + in_data3_dff[107:104]) + (in_data3_dff[103:100] + in_data3_dff[99:96]))) + (((in_data3_dff[95:92] + in_data3_dff[91:88]) + (in_data3_dff[87:84] + in_data3_dff[83:80])) + ((in_data3_dff[79:76] + in_data3_dff[75:72]) + (in_data3_dff[71:68] + in_data3_dff[67:64])))) + ((((in_data3_dff[63:60] + in_data3_dff[59:56]) + (in_data3_dff[55:52] + in_data3_dff[51:48])) + ((in_data3_dff[47:44] + in_data3_dff[43:40]) + (in_data3_dff[39:36] + in_data3_dff[35:32]))) + (((in_data3_dff[31:28] + in_data3_dff[27:24]) + (in_data3_dff[23:20] + in_data3_dff[19:16])) + ((in_data3_dff[15:12] + in_data3_dff[11:8]) + (in_data3_dff[7:4] + in_data3_dff[3:0])))));
                sum4 <= (((((in_data4_dff[127:124] + in_data4_dff[123:120]) + (in_data4_dff[119:116] + in_data4_dff[115:112])) + ((in_data4_dff[111:108] + in_data4_dff[107:104]) + (in_data4_dff[103:100] + in_data4_dff[99:96]))) + (((in_data4_dff[95:92] + in_data4_dff[91:88]) + (in_data4_dff[87:84] + in_data4_dff[83:80])) + ((in_data4_dff[79:76] + in_data4_dff[75:72]) + (in_data4_dff[71:68] + in_data4_dff[67:64])))) + ((((in_data4_dff[63:60] + in_data4_dff[59:56]) + (in_data4_dff[55:52] + in_data4_dff[51:48])) + ((in_data4_dff[47:44] + in_data4_dff[43:40]) + (in_data4_dff[39:36] + in_data4_dff[35:32]))) + (((in_data4_dff[31:28] + in_data4_dff[27:24]) + (in_data4_dff[23:20] + in_data4_dff[19:16])) + ((in_data4_dff[15:12] + in_data4_dff[11:8]) + (in_data4_dff[7:4] + in_data4_dff[3:0])))));
            end else begin
                sum1 <= (sum1 << 1) + (((((in_data1_dff[127:124] + in_data1_dff[123:120]) + (in_data1_dff[119:116] + in_data1_dff[115:112])) + ((in_data1_dff[111:108] + in_data1_dff[107:104]) + (in_data1_dff[103:100] + in_data1_dff[99:96]))) + (((in_data1_dff[95:92] + in_data1_dff[91:88]) + (in_data1_dff[87:84] + in_data1_dff[83:80])) + ((in_data1_dff[79:76] + in_data1_dff[75:72]) + (in_data1_dff[71:68] + in_data1_dff[67:64])))) + ((((in_data1_dff[63:60] + in_data1_dff[59:56]) + (in_data1_dff[55:52] + in_data1_dff[51:48])) + ((in_data1_dff[47:44] + in_data1_dff[43:40]) + (in_data1_dff[39:36] + in_data1_dff[35:32]))) + (((in_data1_dff[31:28] + in_data1_dff[27:24]) + (in_data1_dff[23:20] + in_data1_dff[19:16])) + ((in_data1_dff[15:12] + in_data1_dff[11:8]) + (in_data1_dff[7:4] + in_data1_dff[3:0])))));
                sum2 <= (sum2 << 1) + (((((in_data2_dff[127:124] + in_data2_dff[123:120]) + (in_data2_dff[119:116] + in_data2_dff[115:112])) + ((in_data2_dff[111:108] + in_data2_dff[107:104]) + (in_data2_dff[103:100] + in_data2_dff[99:96]))) + (((in_data2_dff[95:92] + in_data2_dff[91:88]) + (in_data2_dff[87:84] + in_data2_dff[83:80])) + ((in_data2_dff[79:76] + in_data2_dff[75:72]) + (in_data2_dff[71:68] + in_data2_dff[67:64])))) + ((((in_data2_dff[63:60] + in_data2_dff[59:56]) + (in_data2_dff[55:52] + in_data2_dff[51:48])) + ((in_data2_dff[47:44] + in_data2_dff[43:40]) + (in_data2_dff[39:36] + in_data2_dff[35:32]))) + (((in_data2_dff[31:28] + in_data2_dff[27:24]) + (in_data2_dff[23:20] + in_data2_dff[19:16])) + ((in_data2_dff[15:12] + in_data2_dff[11:8]) + (in_data2_dff[7:4] + in_data2_dff[3:0])))));
                sum3 <= (sum3 << 1) + (((((in_data3_dff[127:124] + in_data3_dff[123:120]) + (in_data3_dff[119:116] + in_data3_dff[115:112])) + ((in_data3_dff[111:108] + in_data3_dff[107:104]) + (in_data3_dff[103:100] + in_data3_dff[99:96]))) + (((in_data3_dff[95:92] + in_data3_dff[91:88]) + (in_data3_dff[87:84] + in_data3_dff[83:80])) + ((in_data3_dff[79:76] + in_data3_dff[75:72]) + (in_data3_dff[71:68] + in_data3_dff[67:64])))) + ((((in_data3_dff[63:60] + in_data3_dff[59:56]) + (in_data3_dff[55:52] + in_data3_dff[51:48])) + ((in_data3_dff[47:44] + in_data3_dff[43:40]) + (in_data3_dff[39:36] + in_data3_dff[35:32]))) + (((in_data3_dff[31:28] + in_data3_dff[27:24]) + (in_data3_dff[23:20] + in_data3_dff[19:16])) + ((in_data3_dff[15:12] + in_data3_dff[11:8]) + (in_data3_dff[7:4] + in_data3_dff[3:0])))));
                sum4 <= (sum4 << 1) + (((((in_data4_dff[127:124] + in_data4_dff[123:120]) + (in_data4_dff[119:116] + in_data4_dff[115:112])) + ((in_data4_dff[111:108] + in_data4_dff[107:104]) + (in_data4_dff[103:100] + in_data4_dff[99:96]))) + (((in_data4_dff[95:92] + in_data4_dff[91:88]) + (in_data4_dff[87:84] + in_data4_dff[83:80])) + ((in_data4_dff[79:76] + in_data4_dff[75:72]) + (in_data4_dff[71:68] + in_data4_dff[67:64])))) + ((((in_data4_dff[63:60] + in_data4_dff[59:56]) + (in_data4_dff[55:52] + in_data4_dff[51:48])) + ((in_data4_dff[47:44] + in_data4_dff[43:40]) + (in_data4_dff[39:36] + in_data4_dff[35:32]))) + (((in_data4_dff[31:28] + in_data4_dff[27:24]) + (in_data4_dff[23:20] + in_data4_dff[19:16])) + ((in_data4_dff[15:12] + in_data4_dff[11:8]) + (in_data4_dff[7:4] + in_data4_dff[3:0])))));
            end
        end
    end
end
always @(posedge clk or negedge rst_n) begin
    if (!rst_n) begin
        O1 <= 13'b0;
        O2 <= 13'b0;
        O3 <= 13'b0;
        O4 <= 13'b0;
    end
    else begin
        if (in_valid_dff_2 && ~|cnt) begin
            O1 <= sum1;
            O2 <= sum2;
            O3 <= sum3;
            O4 <= sum4;
        end 
        else begin
            O1 <= 13'b0;
            O2 <= 13'b0;
            O3 <= 13'b0;
            O4 <= 13'b0;
        end
    end
end
always @(posedge clk or negedge rst_n) begin
    if (!rst_n) begin
        out_valid <= 1'b0;
    end
    else begin
        if (in_valid_dff_2 && ~|cnt) begin
            out_valid <= 1'b1;
        end
        else begin
            out_valid <= 1'b0;
        end
    end
end
endmodule
==> flow/run.sh <==
#!/bin/bash
# OpenROAD 26Q1-2900-gdf79404cd8, Yosys 0.63+post, stock flow scripts
make -C /OpenROAD-flow-scripts/flow DESIGN_CONFIG=/design/flow/config.mk WORK_HOME=/design/flow/orfs finish
==> flow/config.mk <==
export PLATFORM = sky130hd
export DESIGN_NAME = DCIM
export DESIGN_NICKNAME = DCIM
export VERILOG_FILES = /design/flow/design.v
export SDC_FILE = /design/flow/constraint.sdc
export NUM_CORES = 4
export LEC_CHECK = 1
export CORE_UTILIZATION = 40
==> flow/constraint.sdc <==
current_design DCIM

set clk_period 13.8
set clk_io_pct 0.2

create_clock -name clk0 -period $clk_period [get_ports {clk}]

set non_clock_inputs [all_inputs -no_clocks]
set_input_delay [expr $clk_period * $clk_io_pct] -clock clk0 $non_clock_inputs
set_output_delay [expr $clk_period * $clk_io_pct] -clock clk0 [all_outputs]
==> impl_metrics.py <==
# Metrics from the implementation run
metrics = {
    "global_route": {
        "track_usage": 0.1885,
        "grt_max_degree": 63,
        "grt_first_pass_wirelength_um": 107000,
        "antenna_found_initial": 7,
        "globalRoute.totalOverflow": 0,
        "grt_pass1_vias": 20570,
    },
    "drt": {
        "drt-initial-drc-count": 398,
        "postRouteAntennaNets": 0,
        "viasPerCell": 4.397,
        "wirelength_um": 65670,
        "drc": 0,
        "drt-pass1-iter-count": 4,
        "wl_per_cell_um": 15.92,
        "vias": 18130,
    },
    "clock_tree": {
        "path_clk_slew_ns": 0.06,
        "cts_made_buffers": 70,
        "clock_path_buffers": 3,
        "cts.sinks": 621,
        "h-tree-depth": 3,
        "cts_resized": 0,
        "clk_latency_ns": 0.61,
        "cts_tree": "yes",
        "cts_root_buf": "clkbuf_16",
        "cts_setup_buffers": 0,
        "hold_buffers": 0,
    },
    "synth": {
        "synthTopLogicFamily": "adder cells",
        "ys_sh_xor": 0.03223,
        "synth_cell_types": 52,
        "synth-area-yosys_um2": 30440,
        "yosys_warnings": 1,
        "edf_count": 0,
        "synthFlopType": "dfxtp_1",
        "aoi_share": 0.06203,
        "ys_sh_simple": 0.03157,
        "async_flop_share": 0.1755,
        "synth-seq-cells": 621,
        "syn_area_um2": 30440,
        "syn_avg_cell_area_um2": 12.32,
        "adder_share": 0.3677,
        "ys_cells": 2471,
        "ys_sh_mux": 0.006208,
        "postSynthCellCount": 2471,
        "synth_seq_share": 0.4264,
    },
    "floorplanning": {
        "die_y_um": 277.8,
        "dieArea_um2": 77200,
        "core-area_um2": 74820,
        "rows": 100,
        "io_pins": 568,
        "fp.dieW_um": 277.8,
        "fp-utilization": 0.4068,
    },
    "hold_path": {
        "holdPathEnd": "cnt[0]",
        "hold_class": "flip-flop to flip-flop",
        "hold_depth": 1,
        "hp-start": "cnt[0]",
    },
    "critical_path": {
        "crit_fanout": 4,
        "path_class": "flip-flop to flip-flop",
        "critPathArrivalTime_ns": 8.23,
        "cp-start-kind": "flip-flop",
        "critPathMostFrequentCell": "fa_1",
        "cp_slowest_cell": "fa_1",
        "required_ns": 14.29,
        "max_stage_delay_ns": 0.56,
        "worst-r2r-cell-count": 28,
        "ff2ff_setup_slack_ns": 6.06,
        "critPathCaptureType": "flip-flop",
        "crit_start": "in_data2_dff[110]",
        "reg2reg_from": "in_data2_dff[110]",
        "regToRegEndpoint": "sum2[10]",
    },
    "final_timing": {
        "rsz0062_at_grt": "false",
        "min_period_over_period": 0.5607,
        "tightestPinTransition_ns": 0.8679,
        "finalHoldViolCount": 0,
        "clock_skew_ns": 0.02216,
        "slew_headroom": 0.4214,
        "tns_ns": 0,
        "layout_setup_ws_ns": 6.062,
        "fmax_mhz": 129.2,
        "setup_viol": 0,
        "report.final.slew_viol_count": 0,
        "period_minus_slack_ns": 7.738,
    },
    "run": {
        "cap_violations": 0,
        "warnings": 29,
    },
    "placed_design": {
        "globalplace.congestion": 0.8747,
        "preCtsSetupSlack_ns": 6.107,
        "io_buffers": 567,
        "hpwl_um": 54100,
        "place_area_um2": 37290,
        "dp_cells": 3990,
    },
    "cells_and_area": {
        "fill_cells": 6230,
        "fin_area_um2": 39870,
        "fin_cells": 4124,
        "layout_top_cells": "inv_1 (571), clkdlybuf4s50_1 (566), dfxtp_1 (512), fa_1 (409), ha_1 (239)",
        "syn_to_final_growth_pct": 31.01,
        "drive_gt1_frac": 0.04670,
        "layout_top_cell": "inv_1",
    },
    "outcome": {
        "status": "complete, no violations",
    },
}
==> cells in the mapped netlist (all sizes together), types with 33 or more instances <==
| master | instances | area (µm²) |
|---|---|---|
| dfrtp | 109 | 2728 |
| a21o | 83 | 624.4 |
| a21oi | 105 | 529.3 |
| and3 | 52 | 325.3 |
| ha | 240 | 3003 |
| inv | 571 | 2143 |
| fa | 409 | 8188 |
| xnor2 | 66 | 578.1 |
| dfxtp | 512 | 10250 |
| nand2 | 33 | 126.4 |
| nor2 | 53 | 201.5 |
| xor2 | 46 | 402.9 |
==> sequential cells by signal (all words and copies together) (netlist names) <==
| register | count |
|---|---|
| sum2 | 13 |
| O3 | 13 |
| in_valid_dff_2 | 1 |
| O1 | 13 |
| in_data1_dff | 128 |
| sum3 | 13 |
| O4 | 13 |
| in_valid_dff | 1 |
| out_valid | 1 |
| O2 | 13 |
| cnt | 2 |
| sum4 | 13 |
| sum1 | 13 |
| in_data3_dff | 128 |
| in_data2_dff | 128 |
| in_data4_dff | 128 |
==> through the flow <==
step | hold WS (ns) | util
6_report | 0.4662 | 0.5329
5_1_grt | 0.5078 | 0.5329
4_1_cts | 0.4691 | 0.5327
3_5_place_dp | 0.4568 | 0.4983
3_3_place_gp | 0.4552 | 0.4983
2_1_floorplan | 0.4416 | -
==> cell type report <==
type	count	area, µm²	share of cell area
multi-input combinational	1254	15220	0.3818
sequential	621	12980	0.3255
timing repair buffer	574	5725	0.1436
inverter	572	2147	0.05385
clock buffer	93	2077	0.05209
tap	969	1212	0.03041
clock inverter	34	493.0	0.01236
antenna	7	17.52	0.0004393
==> logic make-up (layout without fill, tap and decap cells) <==
logic type | after synthesis | count (layout)
other cells | 0 | 7
compound gates | 284 | 284
fa+ha+maj | 649 | 649
simple gates | 191 | 191
buf+inv | 596 | 1273
xor+xnor | 112 | 112
mux | 18 | 18
flops | 621 | 621
==> how the worst max path moves through the flow <==
| stage | end | slack, ns | cells past startpoint |
|---|---|---|---|
| finish | sum2[10] | 6.06 | 28 |
| global route | sum2[10] | 5.54 | 30 |
| CTS | sum2[10] | 6.08 | 28 |
==> worst max-delay path, delay by kind of cell (launching register included) <==
family,cells,cell delay (ns)
XOR/XNOR,1,0.18
adder cells (fa/ha/maj),11,4.97
buffers and inverters,6,0.34
AND-OR/OR-AND,10,1.80
flip-flops,1,0.31
==> layer usage <==
layer,global-route usage,vias to the layer above,share of wire
li1,-,8882,-
met1,0.2687,8727,0.42
met2,0.3044,423,0.50
met3,0.04371,101,0.057
met4,0.04902,0,0.030
met5,0,-,0
